===== ./config.mk =====
export PLATFORM = sky130hd
export DESIGN_NAME = Keyboard
export DESIGN_NICKNAME = Keyboard
export VERILOG_FILES = /design/flow/design.v
export SDC_FILE = /design/flow/constraint.sdc
export NUM_CORES = 4
export LEC_CHECK = 1
export CORE_UTILIZATION = 30

===== ./constraint.sdc =====
current_design Keyboard

set clk_period 3.9
set clk_io_pct 0.2

create_clock -name clk0 -period $clk_period [get_ports {CLK}]

set non_clock_inputs [all_inputs -no_clocks]
set_input_delay [expr $clk_period * $clk_io_pct] -clock clk0 $non_clock_inputs
set_output_delay [expr $clk_period * $clk_io_pct] -clock clk0 [all_outputs]

===== ./design.v =====
module Keyboard(
	input CLK,	 
   input PS2_CLK,	 
   input PS2_DATA,
   output reg up, output reg down, output reg left, output reg right, output reg space	 
   );
	wire [7:0] ARROW_UP = 8'h75;	 
	wire [7:0] ARROW_DOWN = 8'h72;
	wire [7:0] ARROW_LEFT = 8'h6B;
	wire [7:0] ARROW_RIGHT = 8'h74;
  wire [7:0] SPACE = 8'h29;	 
	reg read;				 
	reg [11:0] count_reading;		 
	reg PREVIOUS_STATE;			 
	reg scan_err;				 
	reg [10:0] scan_code;			 
	reg [7:0] CODEWORD;			 
	reg TRIG_ARR;				 
	reg [3:0]COUNT;				 
	reg TRIGGER = 0;			 
	reg [7:0]DOWNCOUNTER = 0;		 
	initial begin
		PREVIOUS_STATE = 1;		
		scan_err = 0;		
		scan_code = 0;
		COUNT = 0;			
		CODEWORD = 0;
		up =0;
      down = 0 ;
      left = 0;
      right = 0;
      space =0;
		read = 0;
		count_reading = 0;
	end
	always @(posedge CLK) begin				 
		if (DOWNCOUNTER < 249) begin			 
			DOWNCOUNTER <= DOWNCOUNTER + 1;
			TRIGGER <= 0;
		end
		else begin
			DOWNCOUNTER <= 0;
			TRIGGER <= 1;
		end
	end
	always @(posedge CLK) begin	
		if (TRIGGER) begin
			if (read)				 
				count_reading <= count_reading + 1;	 
			else 						 
				count_reading <= 0;			 
		end
	end
	always @(posedge CLK) begin		
	if (TRIGGER) begin						 
		if (PS2_CLK != PREVIOUS_STATE) begin			 
			if (!PS2_CLK) begin				 
				read <= 1;				 
				scan_err <= 0;				 
				scan_code[10:0] <= {PS2_DATA, scan_code[10:1]};	 
				COUNT <= COUNT + 1;			 
			end
		end
		else if (COUNT == 11) begin				 
			COUNT <= 0;
			read <= 0;					 
			TRIG_ARR <= 1;					 
			if (!scan_code[10] || scan_code[0] || !(scan_code[1]^scan_code[2]^scan_code[3]^scan_code[4]
				^scan_code[5]^scan_code[6]^scan_code[7]^scan_code[8]
				^scan_code[9]))
				scan_err <= 1;
			else 
				scan_err <= 0;
		end	
		else  begin						 
			TRIG_ARR <= 0;					 
			if (COUNT < 11 && count_reading >= 4000) begin	 
				COUNT <= 0;				 
				read <= 0;				 
			end
		end
	PREVIOUS_STATE <= PS2_CLK;					 
	end
	end
	always @(posedge CLK) begin
		if (TRIGGER) begin					 
			if (TRIG_ARR) begin				 
				if (scan_err) begin			 
					CODEWORD <= 8'd0;		 
				end
				else begin
					CODEWORD <= scan_code[8:1];	 
				end				 
			end					 
			else CODEWORD <= 8'd0;				 
		end
		else CODEWORD <= 8'd0;					 
	end
	always @(posedge CLK) begin
		if (CODEWORD == ARROW_UP)				 
            begin 
              up<=1'b1;
              down <= 1'b0;
              left <= 1'b0;
              right <= 1'b0;
              space<= 1'b0;
            end
	if (CODEWORD == ARROW_DOWN)
           begin 
              up<=1'b0;
              down <= 1'b1;
              left <= 1'b0;
              right <= 1'b0;
              space<= 1'b0;
            end
      if (CODEWORD == ARROW_LEFT)
        begin 
              up<=1'b0;
              down <= 1'b0;
              left <= 1'b1;
              right <= 1'b0;
              space<= 1'b0;
            end
      if (CODEWORD == ARROW_RIGHT)
         begin 
              up<=1'b0;
              down <= 1'b0;
              left <= 1'b0;
              right <= 1'b1;
              space<= 1'b0;
            end
      if (CODEWORD == SPACE)
       begin 
              up<=1'b0;
              down <= 1'b0;
              left <= 1'b0;
              right <= 1'b0;
              space<= 1'b1;
            end
      if (CODEWORD == 8'h14)
        begin
         up<= 1'b0;
         down <= 1'b0;
          left <= 1'b0;
          right <= 1'b0;
          space <= 1'b0;
        end
	end
endmodule

===== ./run.sh =====
#!/bin/bash
# OpenROAD 26Q1-2900-gdf79404cd8, Yosys 0.63+post, stock flow scripts
make -C /OpenROAD-flow-scripts/flow DESIGN_CONFIG=/design/flow/config.mk WORK_HOME=/design/flow/orfs finish

==> out/summary.txt <==
TritonRoute pass-1 iters: 4
Fraction of final layout cells with drive strength greater than 1: 6.019%
Leakage: 0.0009251 uW
Num Clock Sinks: 53
Core Density at Floorplan: 31.85%
Synth top cells by count: 31 x sky130_fd_sc_hd__edfxtp_1, 23 x sky130_fd_sc_hd__and2_1, 22 x sky130_fd_sc_hd__dfxtp_1
Clock root buffer: sky130_fd_sc_hd__clkbuf_8
Capturing element type of the critical path: register
Power density of the placed cells: 343.1 nW/um^2
Critical path data required time: 3.85 ns
Number of cells traversed by the worst register-to-register path: 4
Count of endpoints failing setup in the final report: 0
Detailed router's first-iteration violation count: 49
Main flop type: sky130_fd_sc_hd__edfxtp_1
Setup slack, reg-to-reg: 1.82 ns
Placement Rows: 31
Sort of element at the start of the critical path: input pin
Diodes inserted: 0
Worst EP arrival: 2.32 ns
Maximum capacitance violations: 0
Post-route minimum period: 2.368 ns
Pin slew with the least headroom to its limit: 0.7372 ns
DRC violation count after routing: 0
Cell type contributing the most total cell area after synthesis: sky130_fd_sc_hd__edfxtp_1
Synthesized registers: 53
Fraction of the cycle the final worst path needs: 60.73%
Most frequently used cell type in the post-synthesis netlist: sky130_fd_sc_hd__edfxtp_1
Endpoints failing hold: 0
Die x size: 90.69 um
Sw frac: 19.38%
Clock group share of total power: 35.0%
Buffer levels on the longest clock path: 2
Final-layout fill cell count: 713
WL final: 3376 um
Io pins: 8
Fraction of synthesis flops using an asynchronous set or reset pin: 0%
Run status: finished, final reports clean
Input/output buffers: 7
Largest net degree at the start of global routing: 18
Distinct cells, synth: 39
Cts bufs inserted: 5
P&R area growth vs syn: 12.25%
Max-area cell share: 39.45%
Max IR drop VDD: 0.1660 mV
Post-DR wirelength/cell: 10.72 um
Comb pwr share: 0.6%
Stage-log warning count: 28
Total cell area reported by yosys after synthesis: 2360 sq um
Area enclosed by the die boundary: 8225 sq um
Category of the most critical setup path: input pin to register
Synthesized cell area: 2360 sq um
Post-detail-place hpwl: 2313 um
Final setup slack of the worst path: 1.532 ns
Syn Area/Cell: 11.68 sq um
H-tree depth: 2
Capture instance of the worst register-to-register path: COUNT[1]$_SDFFCE_PP0P_
GRT Resource Usage Total: 9.250%
Final ANT Viol Nets: 0
Via count of the routed design: 1,384
Part of the power in registers: 64.4%
Wire length of the first global-routing pass: 6106 um
DIE HEIGHT: 90.69 um
Crit Path Max Fanout: 5
Cell count after synthesis: 202
Late-Pin Clk Latency: 0.30 ns
Number of global-route vias before repair: 1,324
Core region area: 7408 sq um
Ratio of routed vias to standard cells: 4.394
Routability congestion estimate: 0.8081
Setup TNS: 0 ns
Post-CTS sizing: 0
Switching component of the power: 176.1 uW
Post-cts hold buffer count: 0
Yosys cell count: 202
Largest cells by area: sky130_fd_sc_hd__edfxtp_1 39%, sky130_fd_sc_hd__dfxtp_1 19%, sky130_fd_sc_hd__and2_1 6.1%, sky130_fd_sc_hd__xnor2_1 5.6%, sky130_fd_sc_hd__ha_1 3.2%
TritonCTS clock tree: done
Hold Startpoint: down$_SDFFE_PP0P_
Slew headroom: 50.79%
Initial antenna violation count: 0
Setup repair after global routing missed its margin: false
Post-CTS setup buffer count: 0
Hold depth: 2
Number of warnings printed during yosys synthesis: 1
Setup skew after layout: 0.01246 ns
Total overflow reported by the global router: 0
Hold Path Class: register to register
Final Max Slew Viols: 0
Clock transition at path regs: 0.09 ns
Flip-flops with a built-in enable: 31
Endpoint with the worst hold slack: down$_SDFFE_PP0P_
Pre-CTS setup slack: 1.237 ns
Maximum clock rate: 422.2 MHz
Reg-to-reg startpoint: TRIGGER$_DFF_P_
Sequential fraction of the synthesis area: 58.11%
Internal power summed over all cells: 732.7 uW
[how the worst max path moves through the flow]
stage / endpoint / slack (ns) / startpoint
after CTS: COUNT[0]$_SDFFCE_PP0P_ / 1.56 / PS2_CLK
after global routing: COUNT[0]$_SDFFCE_PP0P_ / 1.42 / PS2_CLK
final: COUNT[1]$_SDFFCE_PP0P_ / 1.53 / PS2_CLK
[flip-flops by register name (all words and copies together), names as in the netlist]
| signal | cells |
|---|---|
| up | 1 |
| down | 1 |
| TRIG_ARR | 1 |
| right | 1 |
| DOWNCOUNTER | 8 |
| COUNT | 4 |
| count_reading | 12 |
| left | 1 |
| TRIGGER | 1 |
| CODEWORD | 8 |
| scan_err | 1 |
| read | 1 |
| PREVIOUS_STATE | 1 |
| scan_code | 11 |
| space | 1 |
[per-layer routing]
layer | up-vias | global-route usage (%) | share of wire, %
li1 | 740 | - | -
met1 | 632 | 15.36 | 54
met2 | 10 | 13.19 | 43
met3 | 2 | 2.222 | 2.3
met4 | 0 | 0.8065 | 0.50
met5 | - | 0 | 0
[cell usage in the layout, fill, tap and decap left out, types with 6 or more instances in the layout]
cell type                          n
sky130_fd_sc_hd__a21oi_1           8
sky130_fd_sc_hd__and2_1           23
sky130_fd_sc_hd__clkbuf_8          6
sky130_fd_sc_hd__clkdlybuf4s50_1   7
sky130_fd_sc_hd__dfxtp_1          22
sky130_fd_sc_hd__edfxtp_1         31
sky130_fd_sc_hd__ha_1              6
sky130_fd_sc_hd__inv_1             7
sky130_fd_sc_hd__nand2_1          10
sky130_fd_sc_hd__nand3_1           6
sky130_fd_sc_hd__nor2_1           16
sky130_fd_sc_hd__xnor2_1          15
sky130_fd_sc_hd__xor2_1            6
[power groups by stage]
stage / clock (uW) / combinational, uW / sequential, uW
finish: 318 / 5.30 / 586
global route: 357 / 6.21 / 586
CTS: 329 / 5.38 / 586
[kinds of logic (layout without fill, tap and decap cells)]
group / after synthesis / in the layout / share of synthesized area, %
AND-OR/OR-AND: 25 / 25 / 6.416
XOR/XNOR: 22 / 22 / 8.749
adder cells (fa/ha/maj): 6 / 6 / 3.181
flip-flops: 53 / 53 / 58.11
AND/OR/NAND/NOR: 87 / 87 / 22.06
buffers and inverters: 9 / 23 / 1.484
[through the flow]
| stage | total power, uW | utilization [%] | std cells | area (sq um) | hold slack [ns] |
|---|---|---|---|---|---|
| floorplan | 601.1 | - | 202 | 2360 | 0.4218 |
| global placement | 603.8 | 34.45 | 307 | 2552 | 0.4440 |
| detailed placement | 603.9 | 34.45 | 307 | 2552 | 0.4514 |
| CTS | 920.5 | 35.75 | 315 | 2649 | 0.4701 |
| global route | 948.9 | 35.75 | 315 | 2649 | 0.4875 |
| finish | 908.8 | 35.75 | 315 | 2649 | 0.4660 |
[critical path, stage by stage]
cell	delay, ns
sky130_fd_sc_hd__clkdlybuf4s50_1	0.44
sky130_fd_sc_hd__ha_1	0.20
sky130_fd_sc_hd__nand2b_1	0.16
sky130_fd_sc_hd__a21oi_1	0.17
sky130_fd_sc_hd__o211ai_1	0.11
sky130_fd_sc_hd__o22ai_1	0.45
[area by class of cell]
| cell class | count | area (sq um) | area share [%] |
|---|---|---|---|
| well taps | 99 | 123.9 | 4.676 |
| clock buffers | 6 | 82.58 | 3.118 |
| flip-flops and latches | 53 | 1371 | 51.77 |
| multi-input cells | 140 | 953.4 | 35.99 |
| repair buffers | 8 | 77.57 | 2.929 |
| clock inverters | 2 | 13.76 | 0.5196 |
| inverters | 7 | 26.28 | 0.9920 |
Power is estimated from default activity; no workload was simulated.
