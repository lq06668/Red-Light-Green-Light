<file path="flow/design.v">
module TopLevelModule(clk, ps2_clk, ps2_data, red, green, blue, h_sync, v_sync);
input clk;
input ps2_clk;
input ps2_data;
output [3:0]red;
output [3:0]green;
output [3:0]blue;
output h_sync;
output v_sync;
wire M1,M3,M7;
wire [9:0] M2, M4,M8,M9;
clk_div a1(clk,M1);
h_counter a2(M1,M2,M3);
v_counter a3(M1,M3, M4);
vga_sync a4(M2, M4, h_sync, v_sync, M7,M8,M9);
pixel_gen a5(M1, M8, M9, M7, ps2_clk, ps2_data, red, green, blue);
endmodule
module vga_sync(h_count, v_count, h_sync, v_sync, video_on, x_loc, y_loc);
input [9:0] h_count;
input [9:0] v_count;
output h_sync;
output v_sync;
output video_on;
output [9:0] x_loc;
output [9:0] y_loc;
localparam HD = 640;
localparam HF = 48;
localparam HB = 16;
localparam HR = 96;
localparam VD = 480;
localparam VF = 10;
localparam VB = 33;
localparam VR = 2;
  assign h_sync = ((h_count < (HD+HF)) || (h_count >= (HD+HF+HR)));
  assign v_sync = ((v_count < (VD+VF)) || (v_count >= (VD+VF+VR)));
  assign video_on = ((h_count < HD) && (v_count < VD));
  assign x_loc = h_count; 
  assign y_loc = v_count; 
endmodule
module h_counter(clk,h_count,trig_v);
input clk;
output [9:0] h_count;
reg [9:0] h_count;
output trig_v;
reg trig_v;
initial h_count = 0;
initial trig_v = 0;
always @ (posedge clk)
begin
if (h_count <= 798)
begin
h_count <= h_count +1;
trig_v <= 0;
end
else
begin
h_count <= 0;
trig_v <= 1;
end
end
endmodule
module v_counter(clk,enable_v, v_count);
input clk;
input enable_v;
output [9:0] v_count;
reg [9:0] v_count;
initial v_count = 0;
always @ (posedge clk)
begin
if (enable_v ==1)
begin
if (v_count <= 523)
begin
v_count <= v_count + 1;
end
else
begin
v_count <= 0;
end
end
end
endmodule
module clk_div (clk, clk_d);
parameter div_value = 1;
input clk;
output clk_d;
reg clk_d;
reg count;
initial
begin
clk_d = 0;
count = 0;
end
always @(posedge clk)
begin
if (count == div_value)
count <= 0;  
else
count <= count + 1;  
end
always @(posedge clk)
begin
if (count == div_value)
clk_d <= ~clk_d;  
end
endmodule
</file>
<file path="flow/run.sh">
#!/bin/bash
# OpenROAD 26Q1-2900-gdf79404cd8, Yosys 0.63+post, stock flow scripts
make -C /OpenROAD-flow-scripts/flow DESIGN_CONFIG=/design/flow/config.mk WORK_HOME=/design/flow/orfs finish
</file>
<file path="flow/config.mk">
export PLATFORM = sky130hd
export DESIGN_NAME = h_counter
export DESIGN_NICKNAME = h_counter
export VERILOG_FILES = /design/flow/design.v
export SDC_FILE = /design/flow/constraint.sdc
export NUM_CORES = 4
export LEC_CHECK = 1
export CORE_AREA = 10 10 70 70
export DIE_AREA = 0 0 80 80
</file>
<file path="flow/constraint.sdc">
current_design h_counter

set clk_period 2.1
set clk_io_pct 0.2

create_clock -name clk0 -period $clk_period [get_ports {clk}]

set non_clock_inputs [all_inputs -no_clocks]
set_input_delay [expr $clk_period * $clk_io_pct] -clock clk0 $non_clock_inputs
set_output_delay [expr $clk_period * $clk_io_pct] -clock clk0 [all_outputs]
</file>
==> flow.log <==
[report] extracting results
INFO  metric run_status = completed
INFO  metric rsz0062_at_grt = false
INFO  metric final.fill_count = 388
INFO  metric layout-drive-gt1-share = 10.9%
INFO  metric number_of_cells_after_detailed_placement = 106
INFO  metric synth.ff_latch_count = 11
INFO  metric cts.repair.resized = 0
INFO  metric standard_cell_core_area = 3420 µm²
INFO  metric p_switching = 68.8 µW
INFO  metric ff2ff_setup_slack = 0.70 ns
INFO  metric worstPathRequired = 1.68 ns
INFO  metric finalClockSkew = 0.00420 ns
INFO  metric first_pass_grt_wire_length = 1.91 mm
INFO  metric drt_wl_total = 1.13 mm
INFO  metric synth_stat.cells = 50
INFO  metric reg2reg_from = h_count[0]
INFO  metric fin_worst_hold_slack = 0.520 ns
INFO  metric post_synth.cell_area_avg = 9.58 µm²
INFO  metric max_clock_freq = 591 MHz
INFO  metric die_w = 80 µm
INFO  metric non_filler_cells_final = 110
INFO  metric antenna_found_initial = 0
INFO  metric clock_tree.root_cell = sky130_fd_sc_hd__clkbuf_4
INFO  metric die_height = 80 µm
INFO  metric port_buffers = 11
INFO  metric worst_slew_pin_slew = 0.355 ns
INFO  metric netlist_area = 479 µm²
INFO  metric placedInstanceArea = 643 µm²
INFO  metric hold_path.startpoint = h_count[7]
INFO  metric tritoncts = built
INFO  metric finalWorstPathRequiredPeriod = 1.69 ns
INFO  metric final_min_period_over_clock_period = 80.5%
INFO  metric synthesis_to_layout_area_growth = 39.7%
INFO  metric placementRows = 21
INFO  metric startpoint = h_count[2]
INFO  metric power.clock.fraction = 40.6%
INFO  metric grt_remaining_overflow = 0
INFO  metric netlist_instances = 50
INFO  metric drt_iter0_markers = 10
INFO  metric power_density = 524 nW/µm²
INFO  metric slew-limit-headroom = 76.3%
INFO  metric crit_path_start_kind = flop
INFO  metric ant_diodes = 0
INFO  metric worstSetupEndpointType = output port
INFO  metric top_area_cell = sky130_fd_sc_hd__dfxtp_1
INFO  metric critPathMaxStageDelay = 0.53 ns
INFO  metric gr-usage-all-layers = 3.77%
INFO  metric maximum_number_of_pins_on_one_net_before_global_route_repair = 12
INFO  metric post_cts.repair.setup_buffers = 0
INFO  metric timing.max_cap.violations = 0
INFO  metric clk_transition_reported_paths = 0.07 ns
INFO  metric drt_first_pass_iters = 4
INFO  metric ant_nets = 0
INFO  metric synthesis.yosys.warnings = 1
INFO  metric sw_frac_of_total = 19.6%
INFO  metric synthDominantCellAreaShare = 46.0%
INFO  metric combinationalPowerShare = 0%
INFO  metric globalplace.congestion = 0.770
INFO  metric clk_latency = 0.27 ns
INFO  metric drt_drc_violations_left = 0
INFO  metric cts_num_sinks = 11
INFO  metric cts_hold_buffers = 0
INFO  metric timing.critical_path.cells = clkdlybuf4s50_1
INFO  metric num_ports = 12
INFO  metric yosysSeqAreaShare = 46.0%
INFO  metric finalMaxSlewViolations = 0
INFO  metric finalSetupViolCount = 0
INFO  metric first_global_vias = 382
INFO  metric critical_path_arrival = 1.27 ns
INFO  metric final_design_area_no_fill = 669 µm²
INFO  metric ys_area = 479 µm²
INFO  metric cts_buffer_depth = 2
INFO  metric path_delay_family = buffers and inverters
INFO  metric yosys-top-cells-area = sky130_fd_sc_hd__dfxtp_1 46%, sky130_fd_sc_hd__a21oi_1 9.4%, sky130_fd_sc_hd__ha_1 5.2%
INFO  metric leakagePower = 0.245 nW
INFO  metric worst_path_cell_with_the_longest_stage_delay = sky130_fd_sc_hd__clkdlybuf4s50_1
INFO  metric warning_count = 26
INFO  metric synthDistinctLibCells = 23
INFO  metric dr_total_vias = 424
INFO  metric die_area = 6400 µm²
INFO  metric post_detailed_placement_half_perimeter_wirelength = 850 µm
INFO  metric drt-vias-per-instance = 3.85
INFO  metric hold_violations = 0
INFO  metric internal-power = 282 µW
INFO  metric avgRoutedWirePerCell = 10.3 µm
INFO  metric timing.critical_path.buf_inv = 1
INFO  metric report.power.total = 351 µW
INFO  metric timing.hold.worst.class = flop to flop
INFO  metric timing.critical_path.fanout_max = 8
INFO  metric p_seq_share = 59.4%
INFO  metric initial_utilization = 14.0%
INFO  metric clock_tree.htree_level_count = 1
INFO  metric tns = 0 ns
INFO  metric path_class = flop to output port
INFO  metric peakVddDrop = 0.209 mV
INFO  metric cts_buffers = 3
power by group through the flow:
stage	registers [mW]	logic, mW	clock network, mW
CTS	0.208	0.000000141	0.149
global route	0.208	0.000000141	0.166
finish	0.208	0.000000141	0.142
routing by layer:
layer	track usage, %	part of all wire [%]	routed length, µm
met5	0	0	0
met4	0.352	0.88	10
met3	2.84	13	148
met2	3.53	30	344
met1	6.14	56	629
metrics by stage:
| step | worst slack, ns | util, % |
|---|---|---|
| after floorplan | 0.875 | - |
| after global placement | 0.699 | 18.8 |
| after detailed placement | 0.699 | 18.8 |
| after CTS | 0.399 | 19.6 |
| after global routing | 0.334 | 19.6 |
| final | 0.409 | 19.6 |
path summary, 6_finish.rpt:
| path | endpoint | depth (start not counted) |
|---|---|---|
| worst max-delay path | h_count[2] | 1 |
| worst min-delay path | h_count[7] | 2 |
| worst max register to register | h_count[5] | 4 |
| worst min register to register | h_count[7] | 2 |
cells in the final DEF, fill, tap and decap left out, types with 2 or more instances in the layout:
master / instances
sky130_fd_sc_hd__a21oi_1: 9
sky130_fd_sc_hd__xor2_1: 2
sky130_fd_sc_hd__and2_1: 2
sky130_fd_sc_hd__ha_1: 2
sky130_fd_sc_hd__inv_1: 2
sky130_fd_sc_hd__o21ai_0: 2
sky130_fd_sc_hd__dfxtp_1: 11
sky130_fd_sc_hd__and4_2: 2
sky130_fd_sc_hd__clkdlybuf4s50_1: 11
sky130_fd_sc_hd__and3_1: 2
sky130_fd_sc_hd__clkbuf_4: 3
sky130_fd_sc_hd__nand3_1: 3
registers in the layout (all words and copies together) (netlist names):
| register | flops |
|---|---|
| h_count | 10 |
| trig_v | 1 |
synth_stat cells:
master and instances:
sky130_fd_sc_hd__a211oi_1 1, sky130_fd_sc_hd__a21oi_1 9, sky130_fd_sc_hd__a22oi_1 1, sky130_fd_sc_hd__a41oi_1 1, sky130_fd_sc_hd__and2_1 2, sky130_fd_sc_hd__and3_1 2
sky130_fd_sc_hd__and4_2 2, sky130_fd_sc_hd__clkbuf_1 1, sky130_fd_sc_hd__dfxtp_1 11, sky130_fd_sc_hd__ha_1 2, sky130_fd_sc_hd__inv_1 2, sky130_fd_sc_hd__nand2_1 1
sky130_fd_sc_hd__nand3_1 3, sky130_fd_sc_hd__nand4_1 1, sky130_fd_sc_hd__nand4_2 1, sky130_fd_sc_hd__nor3_1 1, sky130_fd_sc_hd__o21ai_0 2, sky130_fd_sc_hd__o21ai_2 1
sky130_fd_sc_hd__o31ai_1 1, sky130_fd_sc_hd__or3_1 1, sky130_fd_sc_hd__or4_1 1, sky130_fd_sc_hd__xnor2_1 1, sky130_fd_sc_hd__xor2_1 2
kinds of logic (layout without fill, tap and decap cells):
logic type	count (synthesis)	count (layout)	share of synthesized area (%)
fa+ha+maj	2	2	5.22
compound gates	16	16	19.8
buf+inv	3	17	2.35
xor+xnor	3	3	5.48
simple gates	15	15	21.1
flops	11	11	46.0
final cells by class:
cell class	count	area [µm²]	area share, %
tap	46	57.6	8.60
inverter	2	7.51	1.12
sequential	11	220	32.9
timing repair buffer	11	110	16.4
multi-input combinational	36	248	37.0
clock buffer	4	26.3	3.93
No activity file was given, so power comes from the tool's default toggle rates.
