<file path="run.sh">
#!/bin/bash
# OpenROAD 26Q1-2900-gdf79404cd8, Yosys 0.63+post, stock flow scripts
make -C /OpenROAD-flow-scripts/flow DESIGN_CONFIG=/design/flow/config.mk WORK_HOME=/design/flow/orfs finish
</file>
<file path="config.mk">
export PLATFORM = sky130hd
export DESIGN_NAME = top
export DESIGN_NICKNAME = top
export VERILOG_FILES = /design/flow/design.v
export SDC_FILE = /design/flow/constraint.sdc
export NUM_CORES = 4
export LEC_CHECK = 1
export CORE_AREA = 10 10 99 99
export DIE_AREA = 0 0 109 109
</file>
<file path="constraint.sdc">
current_design top

set clk_period 4.2
set clk_io_pct 0.2

create_clock -name clk0 -period $clk_period [get_ports {clk}]

set non_clock_inputs [all_inputs -no_clocks]
set_input_delay [expr $clk_period * $clk_io_pct] -clock clk0 $non_clock_inputs
set_output_delay [expr $clk_period * $clk_io_pct] -clock clk0 [all_outputs]
</file>
<file path="design.v">
`timescale 1ns / 1ps
module clk_div_heart (clk, clk_d);
  parameter div_value = 12499999;
  input clk;
  output clk_d;
  reg clk_d;
  reg [25:0] count; 
  initial 
    begin
      clk_d = 0;
      count = 0;
    end
  always @(posedge clk)
    begin
      if (count == div_value)
        count <= 0;
      else
        count <= count + 1;
    end
  always @(posedge clk)
    begin
      if (count == div_value)
        clk_d <= ~clk_d;
    end 
endmodule 
module DFF(d, clk, reset, q, qnot);
input d;  
input clk, reset;  
output reg q, qnot;  
always @(posedge clk)
  begin 
    if (reset == 1)
      begin
        q <= 0;
        qnot <= 1; 
      end
    else
      begin 
        q <= d;
        qnot <= ~d;
      end 
  end
endmodule
module top(x,y,clk,reset,C);
  input x, y, clk, reset;
  output [1:0] C;
  wire clk_d;
  wire dA, dB, A, B;
  clk_div_heart g0(clk, clk_d);
  assign dA = (A) || (B&&x&&y);
  assign dB = (B&&~x) || (B&&~y) || (A&&B) || (~B&&x&&y);
  DFF g1(dA, clk_d, reset, A, ~A);
  DFF g2(dB, clk_d, reset, B, ~B);
  assign C[0] = (~A);
  assign C[1] = (~B);
endmodule
</file>
==> impl_metrics.json <==
{
  "cp_num_buf_inv": 0,
  "cpLargestDelayFamily": "simple AND/OR/NAND/NOR gates",
  "setup.worst_path.start": "g0.count[0]",
  "fin_cells": 251,
  "combPwrFrac_pct": 1.0,
  "hold_class": "register to register",
  "reg2reg_slack_ns": 2.11,
  "fp_util_pct": 16.6,
  "syn_area_per_cell_um2": 8.99,
  "yosysUniqueCellTypes": 31,
  "rows": 32,
  "p_seq_share_pct": 63.7,
  "area_growth_pct": 16.3,
  "setup_slack_ns": 2.11,
  "first_pass_iters": 4,
  "max_slew.worst_pin.slew_ns": 0.884,
  "cts_setup_buffers": 0,
  "track_usage_pct": 4.28,
  "drc": 0,
  "relSlewSlack_pct": 40.9,
  "nFillCells": 838,
  "antenna_found_initial": 0,
  "crit_required_ns": 4.10,
  "clock_latency_ns": 0.27,
  "dp_cells": 247,
  "ir_worst_vdd_uv": 94.2,
  "worstSetupStartpointType": "register",
  "via_per_inst": 4.01,
  "synthCells": 143,
  "yosysCellCount": 143,
  "flop_area_um2": 591,
  "cts.clk_slew.worst_paths_ns": 0.09,
  "status": "complete, no violations",
  "drt_iter0_drc": 9,
  "stdcell_area_um2": 1490,
  "yosysWarnings": 2,
  "vias": 1007,
  "die_x_um": 109,
  "period_minus_slack_ns": 2.09,
  "crit_end": "g0.clk_d",
  "cts_made_buffers": 3,
  "unclocked_regs": 2,
  "powerDensity_nw_per_um2": 270,
  "fin_util_pct": 19.3,
  "fp.dieH_um": 109,
  "crit_arrival_ns": 1.99,
  "grt_max_degree": 15,
  "io_pins": 6,
  "path_cells": "ha_1, and4_1, nand3_1, nor2_1",
  "swShare_pct": 18.8,
  "warning_count": 25,
  "cp_num_cells": 4,
  "fmax_ghz": 0.478,
  "fin_tns_setup_ns": 0,
  "crit_type": "register to register",
  "lay_top_count": "dfxtp_1",
  "hold_buffers": 0,
  "ys_seq_share_pct": 46.0,
  "lay_top_cells": "dfxtp_1, nor2_1, xnor2_1, nand3_1, nand2_1",
  "p_leak_nw": 0.475,
  "place_area_um2": 1450,
  "cp_slowest_cell": "nor2_1",
  "grt_pass1_wl_mm": 4.35,
  "dpl.hpwl_mm": 1.73,
  "rr_startpoint": "g0.count[0]",
  "ys_ff": 29,
  "h-tree-depth": 1,
  "finalHoldViolations": 0,
  "power.switching_mw": 0.0758,
  "regToRegEndpoint": "g0.clk_d",
  "min_period_over_period_pct": 49.8,
  "clkPwrFrac_pct": 35.3,
  "setup_viol": 0,
  "maxSlewViolCount": 0,
  "tritoncts": "yes",
  "place_ws_ns": 2.12,
  "wirelength_mm": 2.33,
  "mi_logic_area_um2": 654,
  "dieArea_um2": 11900,
  "n_antenna_cell": 0,
  "cpPeakStageDelay_ns": 0.71,
  "rsz0062_at_grt": "false",
  "gr-total-overflow": 0,
  "r2r_cells": 4,
  "final_layout_size_suffix_gt1_share_pct": 4.70,
  "untimed_endpoints": 4,
  "syn-cell-area_um2": 1280,
  "drt-wirelength-per-cell_um": 9.29,
  "max_cap_viol_count": 0,
  "grt_pass1_vias": 999,
  "clk_path_buf_depth": 2,
  "detail-route-antenna-nets": 0,
  "p_int_mw": 0.328,
  "io_buffers": 5,
  "root_buffer": "clkbuf_8",
  "core_area_um2": 7730,
  "cp_max_fo": 13,
  "worstSetupEndpointType": "register",
  "place_congestion": 0.855,
  "ys_area_um2": 1280,
  "cts_resized": 0,
  "fin_skew_ns": 0.00446
}
-- cell type report --
cell class | instances | share of cell area [%]
Clock buffer | 4 | 3.02
Multi-Input combinational cell | 104 | 43.8
Inverter | 7 | 1.76
Timing Repair Buffer | 5 | 3.35
Sequential cell | 29 | 39.5
Tap cell | 102 | 8.54
-- synth_stat cells (all sizes together) --
cell type | count | share of area, %
a211oi | 1 | 0.58
a21oi | 4 | 1.6
a2bb2o | 1 | 0.78
and3 | 3 | 1.6
and4 | 3 | 2.0
buf | 1 | 0.39
clkbuf | 2 | 0.68
dfxtp | 28 | 44
edfxtp | 1 | 2.3
ha | 1 | 0.97
inv | 7 | 2.0
nand2 | 11 | 3.2
nand3 | 13 | 6.0
nand4 | 8 | 5.1
nor2 | 13 | 3.8
nor2b | 1 | 0.49
nor3 | 5 | 1.9
nor3b | 1 | 0.58
nor4 | 6 | 2.9
o21ai | 6 | 2.3
o22ai | 2 | 0.97
or3 | 4 | 1.9
or3b | 1 | 0.68
or4 | 2 | 1.2
xnor2 | 13 | 8.9
xor2 | 5 | 3.4
-- logic make-up (layout without fill, tap and decap cells) --
group	count (synthesis)	after routing	share of synthesized area, %
AND-OR/OR-AND	14	14	6.23
adder cells (fa/ha/maj)	1	1	0.974
XOR/XNOR	18	18	12.3
AND/OR/NAND/NOR	71	71	31.5
buffers and inverters	10	16	3.12
flip-flops	29	29	46.0
-- through the flow --
stage	total power, mW	hold WS [ns]
floorplan	0.264	0.435
global placement	0.267	0.462
detailed placement	0.267	0.450
CTS	0.411	0.476
global route	0.423	0.519
finish	0.403	0.473
-- how the worst min path moves through the flow --
| stage | from | endpoint | slack, ns | depth (start not counted) |
|---|---|---|---|---|
| 4_1_cts | g0.count[25] | g0.count[25] | 0.48 | 1 |
| 5_1_grt | g0.count[25] | g0.count[25] | 0.52 | 1 |
| 6_report | g0.count[25] | g0.count[25] | 0.47 | 1 |
-- power groups by stage --
| stage | registers (mW) | clock network, mW | logic, mW |
|---|---|---|---|
| CTS | 0.257 | 0.150 | 0.00392 |
| global route | 0.257 | 0.162 | 0.00428 |
| finish | 0.257 | 0.143 | 0.00388 |
-- registers in the layout, indices dropped and copies added, names as in the netlist --
| name | count |
|---|---|
| g0.count | 26 |
| g2.q | 1 |
| g0.clk_d | 1 |
| g1.q | 1 |
-- layer usage --
layer  vias to the layer above  routed length, um  track usage (%)
met1                       474               1180             5.52
met2                        11               1010             6.98
met3                         0                141             1.49
li1                        522                  -                -
met5                         -                  0                0
met4                         0                  0            0.471
Power is estimated from default activity; no workload was simulated.
